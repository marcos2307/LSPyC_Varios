$ cat /design/flow/design.v
`timescale 1ns / 1ps
module dead_time(
	input clk,
	input S,
	output reg s = 0,
	output reg nots = 0
    );
reg Sant = 0;
always@(posedge clk)
begin
	if (S != Sant) begin
		s = 0;
		nots = 0;
		end
	else begin
		s = S;
		nots = !S;
	end
	Sant = S;
end
endmodule
`timescale 1ns / 1ps
module pwm(
input clk,
input en,
input [9:0] d,
output reg S
    );
reg [9:0] counter = 0;
reg [9:0] d_stored = 0;
always@(posedge clk) begin
	counter = counter + 1;
	if(counter == 100) begin
		counter = 0;
		d_stored = d;
	end
end
always@(posedge clk) begin
	if(d_stored > counter) begin
		S = 1;
	end
	else begin
		S = 0;
	end
end
endmodule
`timescale 1ns / 1ps
module pwm_deadtime(
input clk,
input [9:0] d,
output s,
output nots
    );
wire S;
pwm pwm1(
.clk(clk),
.d(d),
.S(S)
 );
dead_time dt1(.clk(clk),
	.S(S),
	.s(s),
	.nots(nots));
endmodule
`timescale 1ns / 1ps
module halfbridge(
	input clk,
    input ce,
	input [9:0] d_halfbridge,
	output halfbridge_s,
	output halfbridge_nots,
	output reg clk_int
    );
	reg clock_6us;
	reg [9:0] counter = 0;  
	always@(posedge clk)
		begin
			counter = counter + 1;
			if(counter == 1)
				clock_6us = 1;
			else if(counter == 300)
				clock_6us = 0;
			else if(counter == 600)  
				counter = 0;
		end
	reg [13:0] counter_int = 0;  
	always@(posedge clock_6us)
		begin
			counter_int = counter_int + 1;
			if(counter_int == 1)
				clk_int = 1;
			else if(counter_int == 5)
				clk_int = 0;
			else if(counter_int == 10)  
				counter_int = 0;
		end
	pwm_deadtime fpga_halfbridge(
    .clk(clock_6us),
	.d(d_halfbridge),
	.s(halfbridge_s),
	.nots(halfbridge_nots)
	);
endmodule
$ cat /design/flow/run.sh
#!/bin/bash
# OpenROAD 26Q1-2900-gdf79404cd8, Yosys 0.63+post, stock flow scripts
make -C /OpenROAD-flow-scripts/flow DESIGN_CONFIG=/design/flow/config.mk WORK_HOME=/design/flow/orfs finish
$ cat /design/flow/config.mk
export PLATFORM = sky130hd
export DESIGN_NAME = halfbridge
export DESIGN_NICKNAME = halfbridge
export VERILOG_FILES = /design/flow/design.v
export SDC_FILE = /design/flow/constraint.sdc
export NUM_CORES = 4
export LEC_CHECK = 1
export CORE_UTILIZATION = 40
$ cat /design/flow/constraint.sdc
current_design halfbridge

set clk_period 2.1
set clk_io_pct 0.2

create_clock -name clk0 -period $clk_period [get_ports {clk}]

set non_clock_inputs [all_inputs -no_clocks]
set_input_delay [expr $clk_period * $clk_io_pct] -clock clk0 $non_clock_inputs
set_output_delay [expr $clk_period * $clk_io_pct] -clock clk0 [all_outputs]
==> results.txt <==
Status = complete, no violations
Via count = 1613
Max-cap violations = 0
WP data arrival = 1950 ps
Yosys reg bits = 50
Leading post-synthesis cells by cell area = dfxtp_1, edfxtp_1, xnor2_1
Post-synth top area share = 33.2%
Startpoint types = flop
Ys async rst share = 0%
Post-synth EDFFs = 10
Crit Reg-Reg Endpoint = clock_6us
Slew HR = 70.5%
Core Util at FP = 42.5%
Avg Inst Size Synth = 9.90 µm²
Number of global-route vias before repair = 1518
Number of H-tree branching levels = 1
Grt total ovfl = 0
Iteration tally of the first detailed-router pass = 4
Endpoints left unconstrained = 52
Critical path class = reg -> reg
Yosys cell count = 244
Area reported by Yosys stat = 0.00241 mm²
Worst min-delay path class = reg -> reg
Antenna viol nets, final = 0
N_diodes = 0
Fin Hold WS = 476 ps
First-pass GRT wire length = 6730 µm
Total track usage = 13.4%
Layout cell share with drive strength beyond 1 = 6.54%
Final Max Tran Viols = 0
Final worst path period need = 1830 ps
R2R setup slack = 270 ps
Critical Path RT = 2220 ps
Row count = 27
Worst vdd ir = 0.555 mV
Worst Setup End Kind = flop
Fin crit share = 86.9%
Lkg Pwr = 0.992 nW
TritonCTS buffer count = 3
Crit-path max FO = 8
Leading area contributor after synthesis = dfxtp_1
RSZ-0062 raised after global routing = false
Worst-Skew Late Latency = 240 ps
# port buffers = 13
GP Congestion = 0.883
Remaining DRCs = 0
Yosys warnings = 3
Hpwl dp = 2920 µm
Commonest flop = dfxtp_1
Clock Skew = 1.40 ps
Fillers = 533
Start point of the critical path = counter[6]
Tool warnings = 30
Vias per cell = 4.86
Cells on worst reg2reg path = 6
CTS Root Cell = clkbuf_8
Core Area = 0.00568 mm²
CTS tree = done
Post-CTS resize count = 0
Post-synth seq share = 45.6%
CTS max path bufs = 2
Die Height = 79.7 µm
RR Startpoint = counter[6]
Num ports = 15
Detailed-route wire length = 3750 µm
Pwr dens = 164 mW/mm²
Setup Buffers After CTS = 0
Initial DRC Count = 80
Area growth, synth to finish = 11.2%
Die width = 79.7 µm
Hold Vio Cnt, Final = 0
Setup TNS = 0 ps
CP Capture Point = clock_6us
Mapped cell area = 0.00241 mm²
Final setup fails = 0
Worst-Margin Slew = 442 ps
Clock transition at the registers of the reported paths = 50 ps
Unique cell types = 46
Largest net degree at the start of global routing = 40
Die ar. = 0.00635 mm²
CTS Hold Buffers Added = 0
Drt wl/cell = 11.3 µm
Register pins left without a clock = 39
Antenna violations before repair = 0
Mapped Cells = 244
Max Freq = 548 MHz
[logic make-up after synthesis]
| kind of cell | share of synthesized area [%] |
|---|---|
| AND-OR/OR-AND | 8.03 |
| XOR/XNOR | 12.0 |
| adder cells (fa/ha/maj) | 8.81 |
| flip-flops | 45.6 |
| multiplexers | 0.881 |
| buffers and inverters | 3.68 |
| AND/OR/NAND/NOR | 21.0 |
[routing by layer]
layer  part of all wire (%)  routed length, µm  global-route usage [%]  up-vias
li1                       -                  -                       -      876
met1                     56               2110                    21.6      723
met2                     42               1560                    21.2       12
met3                    1.9                 70                    1.51        2
met4                   0.27                 10                   0.364        0
met5                      0                  0                       0        -
[per-stage QoR]
| step | cells | worst slack (ps) | utilization (%) | total power, mW | instance area (µm²) |
|---|---|---|---|---|---|
| finish | 332 | 275 | 47.3 | 0.441 | 2690 |
| global route | 332 | 103 | 47.3 | 0.465 | 2690 |
| CTS | 332 | 281 | 47.3 | 0.449 | 2690 |
| detailed placement | 328 | 310 | 46.5 | 0.236 | 2640 |
| global placement | 328 | 309 | 46.5 | 0.236 | 2640 |
| floorplan | 244 | 410 | - | 0.217 | 2410 |
[worst max-delay path, cell delays in order (launching register included)]
cell and delay, ps:
dfxtp_1 500, nand3_1 150, nor4_1 320, xnor2_1 200
nor3b_1 330, a21bo_1 160, a21oi_1 50
[worst min-delay path by stage]
stage     startpoint    endpoint  slack, ps  cells after the start
4_1_cts   counter[0]  counter[0]        480                      1
5_1_grt   counter[0]  counter[0]        510                      1
6_report  counter[0]  counter[0]        480                      1
[layout by cell type (no fill, tap or decap), types with 3 or more instances in the layout]
cell type and n:
a31oi_1 3, nor2b_1 3, xor2_1 8, buf_4 3, edfxtp_1 10, and3_1 3, nand4_1 6, nor2_1 23
inv_1 19, xnor2_1 25, nor3_1 10, or3_1 3, ha_1 17, nand2_1 14, nand3_1 13, nor4_1 3
dfxtp_1 40, a21oi_1 5, clkbuf_8 3, clkdlybuf4s50_1 13, o21ai_0 5
[synth_stat cells, types with 3 or more instances]
cell	instances
dfxtp_1	40
xnor2_1	25
nor2_1	23
inv_1	19
ha_1	17
nand2_1	14
nand3_1	13
edfxtp_1	10
nor3_1	10
xor2_1	8
nand4_1	6
a21oi_1	5
o21ai_0	5
a31oi_1	3
and3_1	3
nor2b_1	3
nor4_1	3
or3_1	3
[flip-flops by register name (all words and copies together), names as in the netlist]
| register | cells |
|---|---|
| counter_int | 14 |
| counter | 10 |
| fpga_halfbridge.pwm1.counter | 10 |
| fpga_halfbridge.pwm1.d_stored | 10 |
| clk_int | 1 |
| clock_6us | 1 |
| fpga_halfbridge.dt1.Sant | 1 |
| fpga_halfbridge.dt1.nots | 1 |
| fpga_halfbridge.dt1.s | 1 |
| fpga_halfbridge.pwm1.S | 1 |
[cell type report]
class | instances | area, µm² | area share (%)
clock buffers | 3 | 41.3 | 1.54
clock inverters | 1 | 5.00 | 0.186
inverters | 19 | 71.3 | 2.65
multi-input cells | 171 | 1220 | 45.6
flip-flops and latches | 50 | 1100 | 41.0
well taps | 72 | 90.1 | 3.35
repair buffers | 16 | 153 | 5.68
[power breakdown]
group / internal (mW) / switching (mW) / leakage (nW)
sequential: 0.212 / 0 / 0.411
clock: 0.130 / 0.0794 / 0.0255
combinational: 0.0161 / 0.00295 / 0.556
Power and IR drop assume default switching activity.
