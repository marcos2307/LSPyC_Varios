`./run.sh`:
```
#!/bin/bash
# OpenROAD 26Q1-2900-gdf79404cd8, Yosys 0.63+post, stock flow scripts
make -C /OpenROAD-flow-scripts/flow DESIGN_CONFIG=/design/flow/config.mk WORK_HOME=/design/flow/orfs finish
```
`./config.mk`:
```
export PLATFORM = sky130hd
export DESIGN_NAME = fourstepandclamp
export DESIGN_NICKNAME = fourstepandclamp
export VERILOG_FILES = /design/flow/design.v
export SDC_FILE = /design/flow/constraint.sdc
export NUM_CORES = 4
export LEC_CHECK = 1
export CORE_UTILIZATION = 40
```
`./design.v`:
```
module fourstepandclamp(
    input clk,  
    input ce,
    input [4:0] v,
    input [2:0] dir,
    input clamp_signal,
    output s1,
    output s2,
    output s3,
    output s4,
    output s5,
    output s6,
    output s7,
    output s8,
    output s9,
    output s10,
    output s11,
    output s12,
    output s13,
    output s14,
    output s15,
    output s16,
    output s17,
    output s18,
    output [7:0] r,
    output [7:0] g,
    output [7:0] b,
    output interrupt  
    );
wire [17:0] s;
wire [17:0] v_decoded;
reg state = 0;
reg [6:0] counter = 7'd0;
reg clk_2u = 1'b0;  
reg [15:0] counter_int = 16'b0;
reg clk_int = 1'b0;  
always @(posedge clk) 
begin
    counter = counter + 1'b1;
    if(counter == 7'd100) begin
        counter = 7'd0;
        clk_2u = ~clk_2u;
    end
end
always @(posedge clk_2u) 
begin
    counter_int = counter_int + 1'b1;
    if(counter_int >= 16'd10) begin
        counter_int = 16'd0;
        clk_int = ~clk_int;
    end
end
decoder d1 ( .clk(clk),
    .in(v),
    .out(v_decoded));
four_step fsa( .clk(clk_2u),
.vnew(v_decoded[5:0]),
.dir(dir[0]),
.vout(s[5:0]));
four_step fsb ( .clk(clk_2u),
.vnew(v_decoded[11:6]),
.dir(dir[1]),
.vout(s[11:6]));
four_step fsc( .clk(clk_2u),
.vnew(v_decoded[17:12]),
.dir(dir[2]),
.vout(s[17:12]));
assign s1 = state ? 0:s[0];
assign s2 = state ? 0:s[1];
assign s3 = state ? 0:s[2];
assign s4 = state ? 0:s[3];
assign s5 = state ? 0:s[4];
assign s6 = state ? 0:s[5];
assign s7 = state ? 0:s[6];
assign s8 = state ? 0:s[7];
assign s9 = state ? 0:s[8];
assign s10 = state ? 0:s[9];
assign s11 = state ? 0:s[10];
assign s12 = state ? 0:s[11];
assign s13 = state ? 0:s[12];
assign s14 = state ? 0:s[13];
assign s15 = state ? 0:s[14];
assign s16 = state ? 0:s[15];
assign s17 = state ? 0:s[16];
assign s18 = state ? 0:s[17];
assign r = state ? 255:0;
assign g = state ? 0:255;
assign b = state ? 0:0;
always @(posedge clk) begin
      if(state == 0) state <= clamp_signal;
end
assign interrupt = clk_int;
endmodule
module decoder(
    input clk,
    input [7:0] in,
    output reg [17:0] out
    );
   always @(posedge clk)
        case (in)
             1  : out <= 18'b001100001100000011;  
             2  : out <= 18'b000011000011001100;  
             3  : out <= 18'b110000110000001100;  
             4  : out <= 18'b001100001100110000;  
             5  : out <= 18'b000011000011110000;  
             6  : out <= 18'b110000110000000011;  
             7  : out <= 18'b001100000011001100;  
             8  : out <= 18'b000011001100000011;  
             9  : out <= 18'b110000001100110000;  
            10  : out <= 18'b001100110000001100;  
            11  : out <= 18'b000011110000000011;  
            12  : out <= 18'b110000000011110000;  
            13  : out <= 18'b000011001100001100;  
            14  : out <= 18'b001100000011000011;  
            15  : out <= 18'b001100110000110000;  
            16  : out <= 18'b110000001100001100;  
            17  : out <= 18'b110000000011000011;  
            18  : out <= 18'b000011110000110000;  
            19  : out <= 18'b000011000011000011;  
            20  : out <= 18'b001100001100001100;  
            21  : out <= 18'b110000110000110000;  
            22  : out <= 18'b110000001100000011;  
            23  : out <= 18'b001100000011110000;
            24  : out <= 18'b000011110000001100;
            25  : out <= 18'b001100110000000011;
            26  : out <= 18'b110000000011001100;
            27  : out <= 18'b000011001100110000;
        default : out <= 18'b000000000000000000;
         endcase
endmodule
module four_step(
input clk,
input [5:0] vnew,
input dir,
output reg [5:0] vout
);
reg [2:0] S = 3'b000;  
reg [2:0] Snew = 3'b000;  
reg [5:0] vold = 'b000011;  
always @(S or dir or vnew or vold)
    case(S)
    0:
    if( (vnew!=vold) & dir ) Snew = 1;
    else if ( (vnew!=vold) & ~dir) Snew = 4;
    else Snew = 0;
    1:
    Snew = 2;
    2:
    Snew = 3;
    3:
    Snew = 0;
    4:
    Snew = 5;
    5:
    Snew = 6;
    6:
    Snew = 0;
    7:
    Snew = 0;
endcase
always @(S,vnew)
    if(S==3 || S==6) vold = vnew;
always @(posedge clk)
   S=Snew;
always @(S)
    case (S)
    0: 
        vout = vold;
    1: 
        vout = vold & 6'b010101;
    2: 
        vout = (vold & 6'b010101) | (vnew & 6'b010101);
    3: 
        vout = vnew & 6'b010101;
    4:
        vout = vold & 6'b101010;
    5:
        vout = (vold & 6'b101010) | (vnew & 6'b101010);
    6:
        vout = vnew & 6'b101010;
    7:
        vout = vold;
    endcase
endmodule
```
`./constraint.sdc`:
```
current_design fourstepandclamp

set clk_period 1.6
set clk_io_pct 0.2

create_clock -name clk0 -period $clk_period [get_ports {clk}]

set non_clock_inputs [all_inputs -no_clocks]
set_input_delay [expr $clk_period * $clk_io_pct] -clock clk0 $non_clock_inputs
set_output_delay [expr $clk_period * $clk_io_pct] -clock clk0 [all_outputs]
```
==> ci_impl_report.md <==
## PnR job results

| Metric | Value |
|---|---|
| Top_reg_cell synth | `dfxtp_1` |
| Clk latency late pin | `0.24 ns` |
| Crit path DAT | `1.38 ns` |
| CTS clk-pin slew, worst paths | `0.07 ns` |
| Cycle use final | `1.06` |
| Synth unique cells | `53` |
| ANT cells | `0` |
| Tool warnings | `33` |
| Yosys warns | `4` |
| Synth area leader | `dfxtp_1` |
| Largest net degree at the start of global routing | `27` |
| Final setup TNS | `-0.409 ns` |
| Top-area cell share | `0.265` |
| Core ar. | `7690 µm²` |
| Initial antenna violation count | `0` |
| # rows | `32` |
| Synth Instances | `405` |
| YS chip area | `3180 µm²` |
| Routed Antenna Nets | `0` |
| Slew Viols, Final | `0` |
| Met1 Wirelength | `3380 µm` |
| Io pins | `between 50 and 60` |
| CTS Root Cell | `clkbuf_8` |
| TritonCTS clock tree | `built` |
| Ys async rst share | `0` |
| Max H-tree Level | `1` |
| DRC errors left | `0` |
| Vias in the first global route | `2566` |
| Top cells by count | `nor2_1, dfxtp_1, nand2_1, inv_1, o21ai_0` |
| Final hold violations | `0` |
| Max Cap Viol | `0` |
| Clock Skew | `0.000367 ns` |
| Critical path type | `register to output port` |
| Die height | `91.1 µm` |
| Slew Limit Headroom | `0.560` |
| Avg Cell Area, Syn | `7.84 µm²` |
| Total wire length | `slightly below 7000 µm` |
| Slew of the pin with the lowest slew margin | `approximately 0.66 ns` |
| CP most frequent cell | `nor2_1` |
| Highest Signal Layer | `met4` |
| EDFF count, synth | `2` |
| Die Footprint | `8300 µm²` |
| Yosys cell count | `405` |
| GRT Util Overall | `0.168` |
| CTS hold repair buffers | `0` |
| Final Util | `0.539` |
| RSZ-0062 raised after global routing | `yes` |
| Metal2 WL | `about 3200 µm` |
| Fill cells | `696` |
| Vias | `2853` |
| Layout cells sized above 1 | `0.277` |
| Worst setup EP type | `output port` |
| Mapped Area | `between 3000 and 4000 µm²` |
| Ys flops | `53` |
| Synth-to-Final Area Change | `30.4%` |
| 1st-iter DRT viols | `77` |
| Setup Viol. Count Final | `6` |
| Yosys top cell by instances | `nor2_1` |
| Count of unclocked register or latch pins | `35` |
| Global-route wire length before repair | `11500 µm` |
| Worst EP required | `between 1 and 1.5 ns` |
| Worst VDD drop | `0.264 mV` |
| CP startpoint kind | `register` |
| HPWL Detailed | `4990 µm` |
| Met3 wire len | `179 µm` |
| Status | `finished, violations left` |
| Crit Path Max Fanout | `2` |
| GP Congestion | `0.843` |
| Number of unconstrained endpoints | `25` |
| CP peak stage delay | `between 0.3 and 0.4 ns` |
| GRT overflow | `0` |
| Fin worst setup slack | `-0.0978 ns` |
| Port bufs | `44` |
| Die W | `~91 µm` |
| Pwr Density | `~310 nW/µm²` |
| Wire per inst | `11.8 µm` |
| CP max-delay cell | `dfxtp_2` |
| Hold_ws | `0.493 ns` |
| HP Class | `register to register` |
| Fin crit period | `between 1.5 and 2 ns` |
| CTS Buf Count | `3` |
| LEAKAGE | `roughly 0.0018 µW` |
| Failing checks | `negative setup slack` |
| Worst-path cell chain | `inv_2 > ha_4 > mux2i_1 > nor2_1 > a21oi_1 > a22oi_1 > nor2_1 > buf_2` |
| Fmax | `approximately 590 MHz` |
| Top cells by area | `dfxtp_1, ha_1, nor2_1` |
| FP Core Util | `0.413` |
| Pre-Repair DR Iteration Count | `4` |
| Clock Tree Buf Depth | `2` |
| Vias per Instance | `5.00` |
==> metrics by stage <==
| stage | instance area [µm²] | instances | total power, µW | setup WS (ns) |
|---|---|---|---|---|
| 2_1_floorplan | 3250 | 424 | 708 | 0.0210 |
| 6_report | 4140 | 571 | 1270 | -0.0978 |
| 4_1_cts | 3990 | 567 | 1260 | -0.133 |
| 3_3_place_gp | 3830 | 560 | 827 | -0.259 |
| 5_1_grt | 4140 | 571 | 1360 | -0.247 |
| 3_5_place_dp | 3830 | 560 | 831 | -0.262 |
==> what timing repair did <==
action	4_1_cts	5_1_grt
pin swaps	52	36
setup endpoints to repair	35	42
setup buffers	3	3
cloned	0	1
resized	119	27
==> worst max-delay path, delay by kind of cell, from the launching register on <==
kind	cells	cell delay, ns
flops	1	0.34
buf+inv	2	0.15
simple gates	2	0.16
fa+ha+maj	1	0.15
mux	1	0.13
compound gates	2	0.21
==> kinds of logic (layout without fill, tap and decap cells) <==
group | after synthesis | in the layout | synth area share
other | 1 | 20 | 0.00118
multiplexers | 12 | 12 | 0.0437
AND/OR/NAND/NOR | 137 | 137 | 0.208
AND-OR/OR-AND | 96 | 96 | 0.197
adder cells (fa/ha/maj) | 17 | 17 | 0.0670
flip-flops | 44 | 44 | 0.284
XOR/XNOR | 15 | 15 | 0.0414
latches | 9 | 9 | 0.0426
buffers and inverters | 74 | 119 | 0.115
==> metal layers <==
layer  vias to the layer above  GRT usage
li1                       1483          -
met1                      1324      0.257
met2                        44      0.280
met3                         2     0.0119
met4                         0    0.00926
met5                         -          0
==> state kept, by name, summed over array words and instances (netlist names) <==
| name | flops |
|---|---|
| fsc.S | 3 |
| clk_2u | 1 |
| counter_int | 16 |
| fsb.S | 3 |
| fsa.vold | 3 |
| counter | 7 |
| state | 1 |
| fsa.S | 3 |
| d1.out | 9 |
| fsc.vold | 3 |
| clk_int | 1 |
| fsb.vold | 3 |
==> report_power, final <==
part | total [µW] | switching [µW] | internal [µW]
Clock | 362 | 144 | 218
Sequential | 512 | 21.4 | 490
Combinational | 396 | 183 | 213
==> cells in the final DEF (no fill, tap or decap), types with 5 or more instances in the layout <==
| cell type | count |
|---|---|
| a21oi_1 | 20 |
| a22oi_1 | 11 |
| buf_2 | 18 |
| buf_4 | 36 |
| clkdlybuf4s50_1 | 20 |
| conb_1 | 20 |
| dfxtp_1 | 32 |
| dfxtp_2 | 9 |
| dlxtp_1 | 9 |
| dlymetal6s2s_1 | 6 |
| ha_1 | 5 |
| ha_4 | 11 |
| inv_1 | 18 |
| inv_2 | 9 |
| mux2i_1 | 9 |
| nand2_1 | 39 |
| nand2b_1 | 5 |
| nand3_1 | 9 |
| nor2_1 | 43 |
| nor2b_1 | 5 |
| nor3_1 | 7 |
| nor4_1 | 5 |
| o211ai_1 | 7 |
| o21ai_0 | 14 |
| o21ai_1 | 9 |
| o21ai_2 | 6 |
| xnor2_1 | 5 |
| xor2_1 | 10 |
==> worst paths after layout <==
path | from | endpoint | slack, ns | cells after the start
min | counter[4]$_SDFF_PN0_ | counter[4]$_SDFF_PN0_ | 0.49 | 1
min reg2reg | counter[4]$_SDFF_PN0_ | counter[4]$_SDFF_PN0_ | 0.49 | 1
max | d1.out[15]$_DFF_P_ | s15 | -0.1 | 8
max reg2reg | counter[1]$_SDFF_PN0_ | counter[6]$_SDFF_PN0_ | 0.16 | 6
==> layout make-up <==
cell class / instances / area, µm² / share of cell area
multi-input combinational: 297 / 2070 / 0.499
sequential: 53 / 1050 / 0.254
timing repair buffer: 86 / 726 / 0.175
tap: 102 / 128 / 0.0308
inverter: 29 / 114 / 0.0275
clock buffer: 4 / 55.1 / 0.0133
Power and IR drop assume default switching activity.
